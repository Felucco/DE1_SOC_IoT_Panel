==> design.v <==
module Buff_Controller (
	input clk, rst, en, trg,
	input [7:0] data_in,
	output [12:0] mem_addr,
	output [100*8-1:0] out
);
	localparam START_LOC = 13'h800;
	reg [6:0] tmp_addr;
	wire [6:0] cnt_out;
	wire [7:0] core_buf [99:0];
	wire [99:0] en_line;
	genvar idx;
	generate
		for (idx = 0; idx<100; idx=idx+1) begin: gen_loop
			assign out[8*(idx+1)-1:8*idx]= core_buf[idx];
			D_FF_Reg #(.N_BIT(8)) buf_reg (.clk(clk),.rst(rst),.en(en_line[idx]),.d(data_in),.q(core_buf[idx]));
		end
	endgenerate
	wire cnt_en;
	wire refr;  
	assign cnt_en = trg | refr;
	UDL_CNT #(.N_BIT(7)) buf_line_CNT (
		.clk(clk),.rst(rst),.en(cnt_en),
		.d_nu(1'b0),.pl(cnt_out==7'd100),
		.pin(7'd0),.cnt(cnt_out));
	assign refr = cnt_out > 7'd0;
	assign en_line = refr ? 100'h1 << cnt_out-1 : 100'h0;
	assign mem_addr = en ? START_LOC+cnt_out : 13'h0;
endmodule
module D_FF_Reg #(parameter N_BIT=1)(
	input clk,rst,en,
    input [N_BIT-1:0] d,
	output reg [N_BIT-1:0] q);
	always @(posedge clk or posedge rst) begin
		if (rst) q <= 0;
		else if (en) q <= d;
	end
endmodule
module UDL_CNT #(
    parameter N_BIT=4
) (
    input clk, rst, en, d_nu, pl,
    input [N_BIT-1:0] pin,
    output reg [N_BIT-1:0] cnt
);
    always @(posedge clk or posedge rst) begin
        if (rst) cnt <= 0;
        else begin
            if (en) begin
               if (pl) cnt <= pin;
               else if (d_nu) cnt <= cnt-1;
               else cnt <= cnt+1;
            end
        end
    end
endmodule
module Prescaler #(
    parameter PERIOD=10
) (
    input clk, rst, en,
    output wire p_e
);
    parameter N_BIT=$clog2(PERIOD+1);
    wire equal_period;
    wire [N_BIT-1:0] cnt_out;
    wire [N_BIT-1:0] pin_0;
    assign pin_0=0;
    UDL_CNT #(.N_BIT(N_BIT)) CNT (.clk(clk),.rst(rst),.en(en),.d_nu(1'b0),.pl(equal_period),.pin(pin_0),.cnt(cnt_out));
    assign equal_period = (cnt_out==PERIOD-1) ? en : 1'b0;
    assign p_e = equal_period;
endmodule
==> run.sh <==
#!/bin/bash
# OpenROAD 26Q1-2900-gdf79404cd8, Yosys 0.63+post, stock flow scripts
make -C /OpenROAD-flow-scripts/flow DESIGN_CONFIG=/design/flow/config.mk WORK_HOME=/design/flow/orfs finish
==> config.mk <==
export PLATFORM = sky130hd
export DESIGN_NAME = Buff_Controller
export DESIGN_NICKNAME = Buff_Controller
export VERILOG_FILES = /design/flow/design.v
export SDC_FILE = /design/flow/constraint.sdc
export NUM_CORES = 4
export LEC_CHECK = 1
export CORE_AREA = 10 10 510 510
export DIE_AREA = 0 0 520 520
==> constraint.sdc <==
current_design Buff_Controller

set clk_period 6.7
set clk_io_pct 0.2

create_clock -name clk0 -period $clk_period [get_ports {clk}]

set non_clock_inputs [all_inputs -no_clocks]
set_input_delay [expr $clk_period * $clk_io_pct] -clock clk0 $non_clock_inputs
set_output_delay [expr $clk_period * $clk_io_pct] -clock clk0 [all_outputs]
==> reports/qor.json <==
{
  "clocking": {
    "post_cts.repair.setup_buffers": 0,
    "cts_root_buffer": "clkbuf_16",
    "clock_latency_on_the_worst_skew_pair_ps": 730,
    "clk_path_buf_depth": 3,
    "cts-buffers-inserted": 98,
    "holdBufCountCts": 0,
    "cts-resized-gates": 0,
    "count_of_clock_tree_sinks": 807,
    "clock_pin_slew_worst_setup_and_hold_paths_ps": 50,
    "htree_num_levels": 3,
    "tritoncts": "yes"
  },
  "sta": {
    "post-route-worst-setup-slack_ps": 2240,
    "finalClockSkew_ps": 30.6,
    "min_period_ps": 4460,
    "slew_violations": 0,
    "max_freq_ghz": 0.224,
    "share_of_the_clock_period_used_by_the_worst_path_after_layout_pct": 66.6,
    "rsz_0062_raised_after_global_routing": "no",
    "setup_viol": 0,
    "final_hold_viol_count": 0,
    "timing.slew.headroom_pct": 20.8,
    "whs_ps": 501,
    "actual_transition_at_the_worst_max_transition_pin_ps": 1180
  },
  "die": {
    "ioPinCount": 825,
    "fp_util_pct": 12.7,
    "fp-row-count": 183,
    "dieWidth_um": 520,
    "fp.coreArea_um2": 249000,
    "die_y_um": 520,
    "chipArea_um2": 270000
  },
  "place": {
    "numPlacedInstances": 6007,
    "gp_congestion": 0.795,
    "numPortBuffers": 819,
    "place.detailed.hpwl_mm": 96.9,
    "placement.setup.worst_slack_ps": 2180
  },
  "synthesis": {
    "top_area_cell": "dfrtp_1",
    "seq_area_frac_synth_pct": 63.9,
    "edf_count": 0,
    "post_synthesis_average_cell_area_um2": 16.2,
    "synth_async_sr_flop_share_pct": 100,
    "ys.flop_type": "dfrtp_1",
    "synth.ff_latch_count": 807,
    "warnings_from_yosys": 3,
    "area_leaders": "dfrtp_1 64%, mux2_2 29%, nor3_4 1.9%, clkbuf_1 1.1%, nor3_2 0.92%",
    "synth_stat.cells": 1955,
    "yosys.cell_types.count": 40,
    "number_of_instances_in_the_synthesized_netlist": 1955,
    "yosys.stat.chipArea_um2": 31600,
    "synth_top_area_share_pct": 63.9,
    "post_synth_instance_area_um2": 31600
  },
  "global_route": {
    "grt_max_degree": 132,
    "via_count_of_the_first_global_routing_pass": 21681,
    "groute.usage.overall_pct": 9.97,
    "global_route_wire_length_before_repair_mm": 188,
    "antenna_found_initial": 18,
    "overflow": 0
  },
  "worst_setup_path": {
    "worst_path_max_delay_cell": "nor3_4",
    "path_depth": 7,
    "critical_path.endpoint_type": "register",
    "critical_path.n_buffers_inverters": 1,
    "critical_path_peak_fanout": 17,
    "critical-path-max-stage-delay_ps": 900,
    "worstSetupStartpointType": "register",
    "type_of_the_worst_setup_path": "reg2reg",
    "rrSetupSlack_ps": 2240,
    "timing.critical_path.required_ps": 7290,
    "critical_path.cell_chain": "inv_1, ha_1, nor3b_2, xnor2_1, nand2_2, nor3_4, mux2_2",
    "r2r.worst_path.cells": 7,
    "critPathArrivalTime_ps": 5050,
    "worst_path_dominant_cell_family": "simple AND/OR/NAND/NOR gates"
  },
  "min_path": {
    "timing.hold.worst.class": "reg2reg",
    "hold_path_depth": 1
  },
  "job": {
    "warnings": 42,
    "cap_violations": 0
  },
  "pwr": {
    "power_density_nw_per_um2": 321,
    "power.static_leakage_uw": 0.0195,
    "ir_drop_mv": 0.371
  },
  "route": {
    "drt.antenna.violating_nets": 0,
    "drt_iter0_drc": 902,
    "dr_total_vias": 20206,
    "drt_first_pass_iters": 5,
    "drc": 0,
    "route.detailed.vias_per_inst": 3.26,
    "drt-total-wl_mm": 137,
    "wire_length_per_cell_after_detailed_routing_um": 22.2
  },
  "layout": {
    "fillCellCount": 26700,
    "layout-drive-gt1-share_pct": 38.8,
    "layout.core_utilization_pct": 18.9,
    "finish.cell_count_without_fillers": 6190,
    "area_delta_synth_final_pct": 49.1
  },
  "status": {
    "result_of_the_run": "finished, final reports clean"
  }
}
## final cells by class
cell class              count  area (um2)  share of cell area [%]
clock buffers             130        2720                    5.76
clock inverters            47         567                    1.20
diodes                      6        15.0                  0.0319
multi-input cells         986       10700                    22.7
flip-flops and latches    807       20200                    42.9
inverters                   4        18.8                  0.0398
well taps                3330        4170                    8.84
repair buffers            880        8720                    18.5
## routing by layer
layer	global-route usage (%)	routed length (um)
met4	2.87	4970
met2	16.5	66200
met1	12.2	54200
met5	0	13
met3	3.60	11900
## metrics by stage
| stage | TNS, ps | total power [uW] | instance area, um2 |
|---|---|---|---|
| floorplan | -4614950 | 7400 | 31600 |
| global placement | 0 | 9970 | 43800 |
| detailed placement | 0 | 10000 | 43800 |
| CTS | 0 | 15600 | 47100 |
| global route | 0 | 15900 | 47100 |
| finish | 0 | 15100 | 47100 |
## state kept, by name, summed over array words and instances (netlist names)
signal,cells
buf_line_CNT.cnt,7
gen_loop.buf_reg.q,800
## path summary, 6_finish.rpt
path / startpoint / endpoint
worst min register to register: gen_loop[56].buf_reg.q[2] / gen_loop[56].buf_reg.q[2]
max in group asynchronous: rst / gen_loop[73].buf_reg.q[4]
worst max-delay path: buf_line_CNT.cnt[0] / gen_loop[71].buf_reg.q[0]
worst min-delay path: gen_loop[56].buf_reg.q[2] / gen_loop[56].buf_reg.q[2]
min in group asynchronous: rst / gen_loop[0].buf_reg.q[7]
worst max register to register: buf_line_CNT.cnt[0] / gen_loop[71].buf_reg.q[0]
## cells in the final DEF, fill, tap and decap left out, drive strengths merged, types with 10 or more instances in the layout
cell type,count
mux2,803
buf,69
nor2,10
clkdlybuf4s50,811
or3,34
nor3,68
nand2,12
clkbuf,130
clkinv,23
dfrtp,807
inv,15
## worst reg2reg max path, stage by stage, from the launching register on
cell     delay [ps]
dfrtp_1         730
inv_1           160
ha_1            410
nor3b_2         250
xnor2_1         600
nand2_2         830
nor3_4          930
mux2_2          420
## kinds of logic after synthesis
logic type	count (synthesis)	synth area share, %
AND-OR/OR-AND	14	0.301
XOR/XNOR	6	0.166
adder cells (fa/ha/maj)	2	0.0792
buffers and inverters	166	2.48
flip-flops	807	63.9
multiplexers	804	28.6
other	1	0.0119
AND/OR/NAND/NOR	155	4.40
## power breakdown
group / internal [uW] / leakage [uW] / switching (uW)
sequential: 5490 / 0.0102 / 402
combinational: 1810 / 0.00765 / 2010
clock: 3180 / 0.00161 / 2240
## cells in the mapped netlist, types with 5 or more instances
cell and n:
dfrtp_1 807, nand4_1 5, clkbuf_1 91, mux2_2 803, buf_2 43, nor3_4 36, nor2_1 10, nor3_2 29
or3_1 34, nand2_1 12, and2_1 8, buf_6 9, buf_4 10, buf_1 8
Power and IR drop assume default switching activity.
