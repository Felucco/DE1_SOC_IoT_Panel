==> design/flow/design.v <==
module Debug_SHR #(
		parameter WIDTH=8,
		parameter DEPTH=16
	)(
		input clk, rst, en,
		input trg, choice_in,
		input [WIDTH-1:0] data_in,
		output [$clog2(DEPTH)-1:0] addr_out,
		output [WIDTH-1:0] data_out);
	wire core_shr_en;
	wire [DEPTH-1:0] shr_pout [WIDTH-1:0];
	wire [WIDTH-1:0] shr_sout ;
	wire [WIDTH-1:0] resh_data [DEPTH-1:0];
	genvar time_idx, bit_idx;
	generate
		for (bit_idx=0;bit_idx<WIDTH;bit_idx=bit_idx+1) begin: bit_gen
			for (time_idx=0;time_idx<DEPTH;time_idx=time_idx+1) begin: time_gen
				assign resh_data[time_idx][bit_idx]=shr_pout[bit_idx][time_idx];
			end
		end
	endgenerate
	genvar in_bit;
	generate
		for (in_bit=0; in_bit<WIDTH; in_bit=in_bit+1) begin: core_shr_gen
			SHR #(.N_BIT(DEPTH)) core_shr (.clk(clk),.rst(rst),.en(core_shr_en),
											.l_nr(1'b0), .pl(1'b0), .sin(data_in[in_bit]),
											.pin(0),.sout(shr_sout[in_bit]),.pout(shr_pout[in_bit]));
		end
	endgenerate
	wire cnt_en;
	wire refr;  
	wire [$clog2(DEPTH)-1:0] cnt_out;
	assign cnt_en = trg | refr;
	UDL_CNT #(.N_BIT($clog2(DEPTH))) update_CNT (
		.clk(clk),.rst(rst),.en(cnt_en),
		.d_nu(1'b0),.pl(cnt_out==DEPTH),
		.pin(0),.cnt(cnt_out));
	assign refr = cnt_out > 7'd0;
    assign core_shr_en=refr;
	wire out_addr_en;
	wire [$clog2(DEPTH)-1:0] out_addr;
	Edge_Trigger oa_ET (.clk(clk), .rst(rst), .in(choice_in), .out(out_addr_en));
	UDL_CNT #(.N_BIT($clog2(DEPTH))) oa_CNT (
		.clk(clk),.rst(rst),.en(out_addr_en),
		.d_nu(1'b0),.pl(out_addr==DEPTH-1),
		.pin(0),.cnt(out_addr));
	assign addr_out=out_addr;
	genvar gen_addr;
	generate
		for (gen_addr=0; gen_addr<DEPTH; gen_addr=gen_addr+1) begin: addr_choice_gen
			assign data_out = gen_addr==out_addr ? resh_data[gen_addr] : {WIDTH{1'bz}};
		end
	endgenerate
endmodule
module Edge_Trigger (
    input clk, rst, in,
    output wire out
);
    reg [1:0] state;
    always @(posedge clk or posedge rst) begin
        if (rst) state <= 0;
        else
            begin
                if (state==0) state <= in ? 1 : 0;
                else if (state==1) state <= in ? 2 : 0;
                else state <= in ? 2 : 0;
            end
    end
    assign out= (state==1) ? 1 : 0;
endmodule
module UDL_CNT #(
    parameter N_BIT=4
) (
    input clk, rst, en, d_nu, pl,
    input [N_BIT-1:0] pin,
    output reg [N_BIT-1:0] cnt
);
    always @(posedge clk or posedge rst) begin
        if (rst) cnt <= 0;
        else begin
            if (en) begin
               if (pl) cnt <= pin;
               else if (d_nu) cnt <= cnt-1;
               else cnt <= cnt+1;
            end
        end
    end
endmodule
module Prescaler #(
    parameter PERIOD=10
) (
    input clk, rst, en,
    output wire p_e
);
    parameter N_BIT=$clog2(PERIOD+1);
    wire equal_period;
    wire [N_BIT-1:0] cnt_out;
    wire [N_BIT-1:0] pin_0;
    assign pin_0=0;
    UDL_CNT #(.N_BIT(N_BIT)) CNT (.clk(clk),.rst(rst),.en(en),.d_nu(1'b0),.pl(equal_period),.pin(pin_0),.cnt(cnt_out));
    assign equal_period = (cnt_out==PERIOD-1) ? en : 1'b0;
    assign p_e = equal_period;
endmodule
module SHR #(
    parameter N_BIT=4
) (
    input clk, rst, en, l_nr, pl, sin,
    input [N_BIT-1:0] pin,
    output wire sout,
    output wire [N_BIT-1:0] pout
);
    reg [N_BIT-1:0] int_bits;
    always @(posedge clk or posedge rst) begin
        if (rst) int_bits<=0;
        else begin
            if (en) begin
                if (pl) int_bits<=pin;
                else begin 
                    if (l_nr) int_bits<={int_bits[N_BIT-2:0],sin};
                    else int_bits<={sin,int_bits[N_BIT-1:1]};
                end
            end
        end
    end
    assign sout= l_nr ? int_bits[N_BIT-1] : int_bits[0];
    assign pout=int_bits;
endmodule
==> design/flow/run.sh <==
#!/bin/bash
# OpenROAD 26Q1-2900-gdf79404cd8, Yosys 0.63+post, stock flow scripts
make -C /OpenROAD-flow-scripts/flow DESIGN_CONFIG=/design/flow/config.mk WORK_HOME=/design/flow/orfs finish
==> design/flow/config.mk <==
export PLATFORM = sky130hd
export DESIGN_NAME = Debug_SHR
export DESIGN_NICKNAME = Debug_SHR
export VERILOG_FILES = /design/flow/design.v
export SDC_FILE = /design/flow/constraint.sdc
export NUM_CORES = 4
export LEC_CHECK = 1
export CORE_AREA = 10 10 70 70
export DIE_AREA = 0 0 80 80
==> design/flow/constraint.sdc <==
current_design Debug_SHR

set clk_period 1.6
set clk_io_pct 0.2

create_clock -name clk0 -period $clk_period [get_ports {clk}]

set non_clock_inputs [all_inputs -no_clocks]
set_input_delay [expr $clk_period * $clk_io_pct] -clock clk0 $non_clock_inputs
set_output_delay [expr $clk_period * $clk_io_pct] -clock clk0 [all_outputs]
==> results.cfg <==
; physical design summary
[run_status]
outcome = completed

[routing]
wl_met3_um = 98
vias = 204
insertedDiodeCount = 0
routed_wirelength_um = 615
drtIter0Drc = 3
post_drt_wl_per_cell_um = 7.32
vias_per_cell = 2.43
route.met2.wl_um = 194
drc = 0
dr.pass1.iters = 4
top_layer_used = met3
m1WireLength_um = 323
ant_nets = 0

[synth]
top_logic_kind = buffers and inverters
ys_ff = 6
synth_top_area_share = 0.395
ys_top_cells_by_count = 8 x buf_4, 5 x dfrtp_1, 2 x a41oi_1, 2 x inv_1
simple_gate_share = 0.0988
mux_share = 0.0356
flop_cell = dfrtp_1
ys_types = 16
synth-async-reset-ratio = 1.00
netlist_area_um2 = 317
fa_ha_area_frac = 0.0395
syn_inst = 29
synthXorXnorAreaFrac = 0.0277
syn_avg_cell_area_um2 = 10.9
ys_seq_frac = 0.478
ys_area_um2 = 317
most_common_cell = buf_4
edf_count = 0
area_leaders = dfrtp_1 40%, buf_4 19%, dfstp_2 8.3%
yosys_warnings = 23
top_area_cell = dfrtp_1
synth-compound-area-share = 0.0949
ys_cells = 29

[pwr]
power_frac_comb = 0.302
ir_worst_vdd_mv = 0.473
p_switching_uw = 159
sw_frac_of_total = 0.272
pwr-share-clk = 0.255
p_int_uw = 426
p_seq_frac = 0.443
leakage_uw = 0.000188
power_uw = 585
p_per_area_mw_per_mm2 = 1370

[worst_setup_path]
reg2reg_depth = 2
crit_path_start_kind = register
path_cells = clkdlybuf4s50_1
cpLargestDelayFamily = buffers and inverters
crit_arrival_ns = 1.18
slowest_delay_ns = 0.51
endpoint_kind = output pin
crit_slowest_cell = clkdlybuf4s50_1
required_ns = 1.28
path_buffers = 1
cp_max_fo = 6
worstReg2RegStart = oa_CNT.cnt[0]
crit_type = reg -> out
rrSetupSlack_ns = 0.48
r2r_end = oa_CNT.cnt[1]

[finish]
drive_gt1_frac = 0.158
finish.utilization = 0.125
logic_area_um2 = 124
n_fill_cell = 408
fin_cells = 84
syn_to_final_growth_pct = 34.8
regArea_um2 = 151

[sta]
rsz0062_at_grt = no
skew_ns = 0.00539
setup_viol = 0
slew_viol_final = 0
period_used_share = 0.939
max_freq_ghz = 0.666
tns_ns = 0
hold_viol = 0
period_minus_slack_ns = 1.50
fin_hold_ws_ns = 0.284

[clock_network]
clk_pin_slew_worst_paths_ns = 0.05
htreeDepth = 1
cts_tree = built
clk_path_buf_depth = 2
root_buffer = clkbuf_4
clk_latency_ns = 0.24
ctsResizeCount = 0
hold_buffers = 0
cts.sinks = 6
cts_buffers = 3
post_cts_buffers = 0

[placed_design]
globalplace.congestion = 0.623
dp_hpwl_um = 518
dpl.cell_count = 80
port_buffers = 6

[global_route]
overflow = 0
grt_pass1_vias = 228
grt_pass1_wl_um = 1000
antenna_found_initial = 0
grt_max_degree = 7
grt_usage = 0.0200

[die]
fp.coreArea_mm2 = 0.00342
dieHeight_um = 80
fp-row-count = 21
die_x_um = 80
ioPinCount = 25
initCoreUtil = 0.0927
dieArea_mm2 = 0.00640

[hold_path]
hp-class = in -> async

[job]
tool_warnings = 35
maxCapViolCount = 0
-- routing by layer --
layer	vias to the layer above	track usage
li1	97	-
met1	90	0.0262
met2	17	0.0225
met3	0	0.0205
met4	0	0.00176
met5	-	0
-- cells by family after synthesis --
kind of cell / after synthesis
buf+inv: 10
flops: 6
simple gates: 5
compound gates: 4
fa+ha+maj: 1
other cells: 1
xor+xnor: 1
mux: 1
-- sequential cells by signal (all words and copies together), names as in the netlist --
signal and cells:
oa_ET.state 2, oa_CNT.cnt 4
-- area by class of cell --
class | count | area share
well taps | 46 | 0.135
clock buffers | 4 | 0.0616
inverters | 2 | 0.0176
flip-flops and latches | 6 | 0.355
repair buffers | 6 | 0.141
multi-input cells | 20 | 0.290
-- layout by cell type, fill, tap and decap left out, types with 2 or more instances in the layout --
master | Yosys | layout
dfrtp_1 | 5 | 5
conb_1 | 1 | 8
clkbuf_4 | 0 | 3
a41oi_1 | 2 | 2
inv_1 | 2 | 2
clkdlybuf4s50_1 | 0 | 6
-- per-stage QoR --
| stage | cell area, um^2 | setup slack (ns) |
|---|---|---|
| after floorplan | 343 | 0.563 |
| after global placement | 400 | 0.379 |
| after global routing | 427 | 0.0326 |
| after CTS | 427 | 0.0815 |
| final | 427 | 0.0983 |
| after detailed placement | 400 | 0.351 |
-- power groups by stage --
stage                 registers (uW)  logic, uW  clock network, uW
final                            259        177                149
after global routing             271        204                162
after CTS                        258        184                156
-- worst max path at each step --
stage	cells after the start	start	endpoint	slack (ns)
CTS	1	oa_CNT.cnt[0]	addr_out[0]	0.08
global route	1	oa_CNT.cnt[0]	addr_out[0]	0.03
finish	1	oa_CNT.cnt[0]	addr_out[0]	0.1
Power figures rest on the tool's default switching activity, not on a simulated workload.
