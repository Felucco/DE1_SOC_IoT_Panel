File: flow/run.sh
#!/bin/bash
# OpenROAD 26Q1-2900-gdf79404cd8, Yosys 0.63+post, stock flow scripts
make -C /OpenROAD-flow-scripts/flow DESIGN_CONFIG=/design/flow/config.mk WORK_HOME=/design/flow/orfs finish
File: flow/config.mk
export PLATFORM = sky130hd
export DESIGN_NAME = PX_Lin_Interpol
export DESIGN_NICKNAME = PX_Lin_Interpol
export VERILOG_FILES = /design/flow/design.v
export SDC_FILE = /design/flow/constraint.sdc
export NUM_CORES = 4
export LEC_CHECK = 1
export CORE_UTILIZATION = 30
File: flow/constraint.sdc
current_design PX_Lin_Interpol

set clk_period 15.0
set clk_io_pct 0.2

create_clock -name clk0 -period $clk_period

set non_clock_inputs [all_inputs -no_clocks]
set_input_delay [expr $clk_period * $clk_io_pct] -clock clk0 $non_clock_inputs
set_output_delay [expr $clk_period * $clk_io_pct] -clock clk0 [all_outputs]
File: flow/design.v
module PX_Lin_Interpol #(
    parameter N_COLS=20,
    parameter SCREEN_W=640,
    parameter SCREEN_H=480
) (
    input [8*N_COLS-1:0] col_hs,
    input [$clog2(SCREEN_W)-1:0] px,
    input [$clog2(SCREEN_H)-1:0] py,
    input en,
    output reg pxy_line
);
    parameter DW = SCREEN_W/N_COLS;
    parameter X_MAX = DW*(N_COLS-1);
    wire [7:0] col_hs_mx [N_COLS-1:0];
    genvar idx;
    generate
        for (idx=0;idx<N_COLS;idx=idx+1) begin: col_assign
            assign col_hs_mx[idx]=col_hs[8*(idx+1)-1:8*idx];
        end
    endgenerate
    reg [$clog2(N_COLS)-1:0] col_idx;
    reg [7:0] px_liny;
    reg oob;
    reg [$clog2(DW)+8-1:0]tmp_mul;  
    always @(*) begin: y_interpolation
        col_idx=px/DW;
        oob=0;
        tmp_mul=0;
        if (px > X_MAX) begin
            px_liny=0;
            oob=1;
        end else if (px % DW == 0) begin
            px_liny=col_hs_mx[col_idx];
        end else begin
            if (col_hs_mx[col_idx+1] >= col_hs_mx[col_idx]) begin
                tmp_mul=(col_hs_mx[col_idx+1]-col_hs_mx[col_idx])*(px%DW);
                px_liny=tmp_mul/DW+col_hs_mx[col_idx];
            end else begin
                tmp_mul=(col_hs_mx[col_idx]-col_hs_mx[col_idx+1])*(px%DW);
                px_liny=col_hs_mx[col_idx]-tmp_mul/DW;
            end
        end
    end
    always @(*) begin: px_evaluation
        if (oob | ~en) pxy_line=1'b0;
        else if (py/2==px_liny) pxy_line=1'b1;
        else pxy_line=1'b0;
    end
endmodule
==> results.yml <==
# flow metrics
run_status:
  run_status: "finished, final reports clean"
grt:
  grt_use_total: 0.2989
  grt_pass1_wl_um: 52430
  grt_remaining_overflow: 0
  grt_pass1_vias: 9295
  antenna_found_initial: 3
  grt_max_degree: 32
worst_setup_path:
  cp_max_fo: 7
  setup.worst_path.class: "primary input to primary output"
  critical_path_buf_inv_count: 10
  cp_slowest_cell: "fa_1"
  end_kind: "primary output"
  startpoint_type: "primary input"
  crit_family: "adder cells"
  cpPeakStageDelay_ns: 0.49
  crit_arrival_ns: 11.70
  worst-endpoint-required_ns: 12.00
  crit_path_frequent_cell: "buf_4"
floorplanning:
  die_h_um: 153.1
  ios: 181
  fp.coreArea_sq_um: 22090
  dieWidth_um: 153.1
  die_area_sq_um: 23430
  num_rows: 54
  fp_util: 0.3099
logic_synthesis:
  ys_warn_count: 1
  synth_cell_types: 72
  ys_area_sq_um: 6847
  top_area_cell: "fa_1"
  avgSynthCellArea_sq_um: 7.354
  ys_cells: 931
  synth_top_area_share: 0.1491
  ys_top_cells_by_area: "fa_1 15%, ha_1 12%, a22oi_1 6.1%, inv_1 6.0%, and2_1 5.6%"
  syn-instance-count: 931
  seq_area_frac_synth: 0
  syn_area_sq_um: 6847
final_timing:
  fmax_ghz: 0.06804
  setup_tns_ns: 0
  hold_violations: 0
  relSlewSlack: 0.4951
  holdWs_ns: 6.638
  setup_viol_count_final: 0
  grt_setup_unrepaired: "true"
  drv_slew: 0
  finalCriticalPeriod_ns: 14.70
  tightest_slew_ns: 0.7550
  finalCritPeriodShare: 0.9798
worst_hold_path:
  holdPathEnd: "pxy_line"
  hold_path.class: "primary input to primary output"
  hold_path_depth: 4
  hp-start: "py[8]"
placement:
  portBuffers: 180
  place_congestion: 1.099
  dpl.hpwl_um: 29160
  placed_area_sq_um: 10960
flow_run:
  warning_count: 42
  maxCapViolations: 0
routing:
  vias_per_cell: 5.583
  dr.pass1.iters: 6
  n_antenna_cell: 0
  ant_nets: 0
  routed_wl_um: 34610
  drc: 0
  vias: 9218
  wl_per_cell_um: 20.96
  drt_iter0_drc: 767
cells_and_area:
  final_area_sq_um: 11760
  syn2layout_area_growth_pct: 71.71
  fillerInstances: 2026
  postLayoutCoreUtil: 0.5321
  drive_above_1_share: 0.3260
  ff_latch_area_sq_um: 0
  nClkBuffers: 0
  ff_count: 0
  logic_area_sq_um: 6795
cts:
  cts_hold_buffers: 0
==> Yosys cell counts, types with 14 or more instances <==
| cell type | instances |
|---|---|
| a21o_1 | 18 |
| a21oi_1 | 28 |
| a221oi_1 | 14 |
| a22oi_1 | 56 |
| a32oi_1 | 21 |
| and2_1 | 61 |
| buf_2 | 14 |
| clkbuf_1 | 28 |
| fa_1 | 51 |
| ha_1 | 63 |
| inv_1 | 109 |
| nand2_1 | 56 |
| nand3_1 | 65 |
| nand4_1 | 24 |
| nor2_1 | 59 |
| nor2b_1 | 20 |
| nor3_1 | 14 |
| o21ai_0 | 19 |
| xnor2_1 | 29 |
| xor2_1 | 16 |
==> cell type report <==
type / instances / share of cell area
inverter: 109 / 0.03480
multi-input combinational: 772 / 0.5780
tap: 280 / 0.02980
timing repair buffer: 490 / 0.3574
==> worst max-delay path by stage <==
stage | from | endpoint | depth (start not counted)
4_1_cts | px[6] | pxy_line | 50
5_1_grt | px[8] | pxy_line | 51
6_report | px[8] | pxy_line | 49
==> layer usage <==
| layer | up-vias | share of wire | GRT usage | routed length (um) |
|---|---|---|---|---|
| li1 | 4291 | - | - | - |
| met1 | 4236 | 0.38 | 0.3655 | 13320 |
| met2 | 534 | 0.45 | 0.4888 | 15590 |
| met3 | 151 | 0.099 | 0.07655 | 3438 |
| met4 | 6 | 0.064 | 0.1496 | 2220 |
| met5 | - | 0.0012 | 0 | 42 |
==> cell usage in the layout (no fill, tap or decap), types with 18 or more instances in the layout <==
cell | netlist | layout
buf_4 | 2 | 298
clkdlybuf4s50_1 | 0 | 174
inv_1 | 109 | 102
nand3_1 | 65 | 63
and2_1 | 61 | 54
nand2_1 | 56 | 54
a22oi_1 | 56 | 53
fa_1 | 51 | 49
ha_1 | 63 | 48
nor2_1 | 59 | 39
nand4_1 | 24 | 24
xnor2_1 | 29 | 24
a32oi_1 | 21 | 21
a21oi_1 | 28 | 21
nor2b_1 | 20 | 18
a21o_1 | 18 | 18
==> cells by family after synthesis <==
group	Yosys count	synth area share
AOI/OAI and AO/OA	236	0.2624
xor gates and xnor gates	47	0.06414
adders and majority gates	114	0.2643
buffers and inverters	159	0.09521
muxes	18	0.02833
and+or+nand+nor	357	0.2856
==> metrics by stage <==
step                      std cells  setup WS [ns]
after floorplan                 931        0.09736
after global placement         1630         -1.279
after detailed placement       1630         -1.337
after CTS                      1642        0.01401
after global routing           1651        -0.1827
final                          1651         0.3027
==> timing repair <==
item | in CTS | in global routing
cloned | 0 | 0
gates resized | 100 | 74
pin swaps | 53 | 56
buffers inserted | 12 | 12
setup endpoints to repair | 1 | 1
